==> flow/design.v <==
`timescale 1ns / 1ps
module debouncing(
    input RAW,
    input CLK,
    output reg CLEAN
    );
    reg [2:0] counter;
    wire TC;
    always@(posedge CLK)
    begin
        if(~RAW)
            counter <= 3'b000;
        else
            counter <= counter + 3'b001;
    end
    assign TC = (counter == 3'b111);
    always @ (posedge CLK)
    begin
        if(~RAW)
            CLEAN <= 1'b0;
        else if(TC)
            CLEAN <= 1'b1;
    end
endmodule
==> flow/run.sh <==
#!/bin/bash
# OpenROAD 26Q1-2900-gdf79404cd8, Yosys 0.63+post, stock flow scripts
make -C /OpenROAD-flow-scripts/flow DESIGN_CONFIG=/design/flow/config.mk WORK_HOME=/design/flow/orfs finish
==> flow/config.mk <==
export PLATFORM = sky130hd
export DESIGN_NAME = debouncing
export DESIGN_NICKNAME = debouncing
export VERILOG_FILES = /design/flow/design.v
export SDC_FILE = /design/flow/constraint.sdc
export NUM_CORES = 4
export LEC_CHECK = 1
export CORE_AREA = 10 10 70 70
export DIE_AREA = 0 0 80 80
==> flow/constraint.sdc <==
current_design debouncing

set clk_period 1.0
set clk_io_pct 0.2

create_clock -name clk0 -period $clk_period [get_ports {CLK}]

set non_clock_inputs [all_inputs -no_clocks]
set_input_delay [expr $clk_period * $clk_io_pct] -clock clk0 $non_clock_inputs
set_output_delay [expr $clk_period * $clk_io_pct] -clock clk0 [all_outputs]
==> run notes <==
fresh numbers from the pnr run: Post CTS Setup Buffer Count=0, DRC=0, io pins=3, Setup crit start kind=register, slowest stage delay, CP=0.32 ns, tally of OpenROAD warnings=25, Post-DP Area=approximately 220 um2, setup TNS=0 ns, CTS tree=built, CP top delay family=adder cells, cell area after synthesis=134 um2, DR vias=87, yosys warns=1, Crit path arrival time=1.08 ns, layout cell share with drive strength beyond 1=0.563, DRT antenna net count=0, Tcrit/Tclk final=0.956, drt pass-1 iters=1, Yosys Instances=10, P per Cell Area=between 1500 and 2000 nW/um2, H-tree depth=1, Max VDD drop=around 0.74 mV, Worst Skew=0.00470 ns, Rel. slew slack=0.919, cell leakage power=between 0.08 and 0.09 nW, Die Height=80 um, Placed Cells=59, CTS Buffer Depth=2, Routability Congestion=approximately 0.54, Setup violations, final=0, Worst Path Required=1.13 ns, CTS sink cnt=4, final design utilization=0.0744, Non-Filler Instances=62, area grow syn2layout=89.7%, core area=between 3000 and 4000 um2, row cnt=21, Insertion Delay late pin=0.23 ns, die area=6400 um2, max cap viols=0, detailed router's first-iteration violation count=0, worst-margin pin slew=0.121 ns, RSZ-0062 raised after global routing=false, Root Buffer=clkbuf_4, vias in the first global route=111, Finished Cell Area=between 200 and 300 um2, WL final=approximately 250 um, maximum fanout along the worst path=2, Cells after Synth=10, YS chip area=about 130 um2, WL/cell=4.02 um, via/cell ratio=1.40, largest net degree at the start of global routing=5, initial antenna violation count=0, f_max=about 1.0 GHz, total power draw=0.399 mW, CP Cell Sequence=ha_2 > ha_4 > and2_4, gr ovfl total=0, die width=80 um, outcome=finished, final reports clean, CTS Buf Count=3, crit path kind=reg2reg, synth unique cells=5, GRT Util Overall=0.00925, Core Util at FP=0.0392, Final Hold Fails=0, CP bufs+invs=0, Hold Crit Class=reg2reg, Slew Viols, Final=0, mean area per synthesized cell=approximately 13 um2, Ant. Diodes=0, register share after synthesis=0.598, clock-pin transition on the worst setup and hold timing paths=~0.040 ns, first-pass GRT wire length=441 um, #FFs+latches synth=4, crit path time final=0.956 ns, slowest cell on the critical path=dfxtp_1, CP endpoint kind=register, # port buffers=2
[placed cells by master (no fill, tap or decap)]
| master | count |
|---|---|
| clkbuf_4 | 3 |
| dfxtp_1 | 4 |
| buf_4 | 1 |
| o21a_1 | 1 |
| and2_1 | 1 |
| clkdlybuf4s50_1 | 1 |
| ha_2 | 1 |
| and2_4 | 1 |
| nor2b_2 | 1 |
| clkbuf_2 | 1 |
| ha_4 | 1 |
[timing repair]
action / 4_1_cts / 5_1_grt
hold buffers: 0 / 0
setup endpoints to repair: 2 / 2
gates resized: 3 / 3
[cell families (layout without fill, tap and decap cells)]
logic type      count (synthesis)  in the layout  synth area share
compound gates                  1              1            0.0561
buf+inv                         0              6                 0
flops                           4              4             0.598
simple gates                    3              3             0.159
fa+ha+maj                       2              2             0.187
[Yosys cell counts (all sizes together)]
| library cell | instances | area, um2 |
|---|---|---|
| dfxtp | 4 | 80.1 |
| and2 | 2 | 12.5 |
| ha | 2 | 25.0 |
| o21a | 1 | 7.51 |
| nor2b | 1 | 8.76 |
[layout make-up]
| cell class | count | area, um2 |
|---|---|---|
| tap | 46 | 57.6 |
| clock buffer | 3 | 22.5 |
| fill | 408 | 3160 |
| multi-input combinational | 6 | 71.3 |
| timing repair buffer | 3 | 22.5 |
| sequential | 4 | 80.1 |
[path summary, 6_finish.rpt]
kind / startpoint / end / slack (ns) / depth (start not counted)
max: counter[0] / counter[2] / 0.04 / 3
min: CLEAN / CLEAN / 0.48 / 1
max reg2reg: counter[0] / counter[2] / 0.04 / 3
min reg2reg: CLEAN / CLEAN / 0.48 / 1
[metal layers]
metal,up-vias,part of all wire,GRT usage
met3,0,0.088,0.0114
li1,46,-,-
met5,-,0,0
met4,0,0,0.00352
met1,38,0.64,0.0119
met2,3,0.27,0.00803
[stage by stage]
step	hold slack (ns)	setup WS, ns
final	0.481	0.0435
after global routing	0.487	0.00770
after CTS	0.466	0.00560
after detailed placement	0.457	-0.0162
after global placement	0.453	-0.0164
after floorplan	0.317	0.00797
[flip-flops by register name, indices dropped and copies added, names as in the netlist]
| signal | cells |
|---|---|
| CLEAN | 1 |
| counter | 3 |
[power by group]
part           internal, mW  switching, mW  leakage, nW
Sequential            0.171        0.00513       0.0329
Combinational        0.0198        0.00900       0.0420
Clock                 0.134         0.0604       0.0138
Total                 0.325         0.0746       0.0887
No activity file was given, so power comes from the tool's default toggle rates.
